### design/flow/run.sh
#!/bin/bash
# OpenROAD 26Q1-2900-gdf79404cd8, Yosys 0.63+post, stock flow scripts
make -C /OpenROAD-flow-scripts/flow DESIGN_CONFIG=/design/flow/config.mk WORK_HOME=/design/flow/orfs finish
### design/flow/config.mk
export PLATFORM = sky130hd
export DESIGN_NAME = Control_Unit
export DESIGN_NICKNAME = Control_Unit
export VERILOG_FILES = /design/flow/design.v
export SDC_FILE = /design/flow/constraint.sdc
export NUM_CORES = 4
export LEC_CHECK = 1
export CORE_AREA = 10 10 71 71
export DIE_AREA = 0 0 81 81
### design/flow/constraint.sdc
current_design Control_Unit

set clk_period 2.5
set clk_io_pct 0.2

create_clock -name clk0 -period $clk_period [get_ports {clk}]

set non_clock_inputs [all_inputs -no_clocks]
set_input_delay [expr $clk_period * $clk_io_pct] -clock clk0 $non_clock_inputs
set_output_delay [expr $clk_period * $clk_io_pct] -clock clk0 [all_outputs]
### design/flow/design.v
module Control_Unit (
    input wire clk,
    input wire rst_n,
    input wire [6:0] instruction_opcode,
    output reg pc_write,
    output reg ir_write,
    output reg pc_source,
    output reg reg_write,
    output reg memory_read,
    output reg is_immediate,
    output reg memory_write,
    output reg pc_write_cond,
    output reg lorD,
    output reg memory_to_reg,
    output reg [1:0] aluop,
    output reg [1:0] alu_src_a,
    output reg [1:0] alu_src_b
);
localparam FETCH              = 4'b0000;
localparam DECODE             = 4'b0001;
localparam MEMADR             = 4'b0010;
localparam MEMREAD            = 4'b0011;
localparam MEMWB              = 4'b0100;
localparam MEMWRITE           = 4'b0101;
localparam EXECUTER           = 4'b0110;
localparam ALUWB              = 4'b0111;
localparam EXECUTEI           = 4'b1000;
localparam JAL                = 4'b1001;
localparam BRANCH             = 4'b1010;
localparam JALR               = 4'b1011;
localparam AUIPC              = 4'b1100;
localparam LUI                = 4'b1101;
localparam JALR_PC            = 4'b1110;
localparam LW      = 7'b0000011;
localparam SW      = 7'b0100011;
localparam RTYPE   = 7'b0110011;
localparam ITYPE   = 7'b0010011;
localparam JALI    = 7'b1101111;
localparam BRANCHI = 7'b1100011;
localparam JALRI   = 7'b1100111;
localparam AUIPCI  = 7'b0010111;
localparam LUII    = 7'b0110111;
reg [3:0] state, next_state;
always @(posedge clk or negedge rst_n) begin
    if (!rst_n) begin
        state = FETCH;
    end else begin
        state = next_state;
    end
end
always @(*) begin
  case (state)
    FETCH: next_state = DECODE;
    DECODE: begin 
      case (instruction_opcode)
        LW, SW: next_state = MEMADR;
        RTYPE: next_state = EXECUTER;
        LUII: next_state = LUI;
        AUIPCI: next_state = AUIPC;
        ITYPE: next_state = EXECUTEI;
        BRANCHI: next_state = BRANCH;
        JALI: next_state = JAL;
        JALRI: next_state = JALR_PC;
        default: next_state = FETCH;
      endcase
    end
    MEMADR: next_state = (instruction_opcode == LW) ? MEMREAD : MEMWRITE;
    MEMREAD: next_state = MEMWB;
    MEMWB, MEMWRITE, ALUWB, BRANCH: next_state = FETCH;
    EXECUTER, EXECUTEI, JAL, JALR, AUIPC, LUI: next_state = ALUWB;
    JALR_PC: next_state = JALR;
  endcase
end
always @(*) begin
  reg_write     = 0;
  is_immediate  = 0;
  memory_write  = 0;
  pc_write_cond = 0;
  memory_read   = 0;
  pc_write      = 0;
  ir_write      = 0;
  pc_source     = 0;
  memory_to_reg = 0;
  lorD          = 0;
  alu_src_a     = 2'b00;
  alu_src_b     = 2'b00;
  aluop         = 2'b00;
  case (state)
    FETCH: begin
      memory_read = 1;
      alu_src_a = 2'b00;
      lorD = 0;
      ir_write = 1;
      alu_src_b = 2'b01;
      aluop = 2'b00;
      pc_write = 1;
      pc_source = 0;
    end
    DECODE: begin
      alu_src_a = 2'b10;
      alu_src_b = 2'b10;
      aluop = 2'b00;
    end
    MEMADR: begin
      alu_src_a = 2'b01;
      alu_src_b = 2'b10;
      aluop = 2'b00;
    end
    MEMREAD: begin
      memory_read = 1;
      lorD = 1;
    end
    MEMWB: begin
      reg_write = 1;
      memory_to_reg = 1;
    end
    MEMWRITE: begin
      memory_write = 1;
      lorD = 1;
    end
    EXECUTER: begin
      alu_src_a = 2'b01;
      alu_src_b = 2'b00;
      aluop = 2'b10;
    end
    ALUWB: begin
      reg_write = 1;
      memory_to_reg = 0;
    end
    EXECUTEI: begin
      alu_src_a = 2'b01;
      alu_src_b = 2'b10;
      aluop = 2'b10;
      is_immediate = 1;
    end
    JAL: begin
      alu_src_a = 2'b10;
      alu_src_b = 2'b01;
      pc_write = 1;
      pc_source = 1;
      aluop = 2'b00;
    end
    BRANCH: begin
      alu_src_a = 2'b01;
      alu_src_b = 2'b00;
      aluop = 2'b01;
      pc_write_cond = 1;
      pc_source = 1;
    end
    JALR: begin
      alu_src_a = 2'b10;
      alu_src_b = 2'b01;
      pc_write = 1;
      pc_source = 1;
      aluop = 2'b00;
      is_immediate = 1'b1;
    end
    AUIPC: begin
      alu_src_a = 2'b10;
      alu_src_b = 2'b10;
      aluop = 2'b00;
    end
    LUI: begin
      alu_src_a = 2'b11;
      alu_src_b = 2'b10;
      aluop = 2'b00;
    end
    JALR_PC: begin
      alu_src_a = 2'b01;
      alu_src_b = 2'b10;
      aluop = 2'b00;
    end
  endcase
end
endmodule
==> metrics.yaml <==
yosys_cells: 82
yosys_register_bits: 8
top_cells_excl_fill_tap: "sky130_fd_sc_hd__clkdlybuf4s50_1, sky130_fd_sc_hd__nor2_1, sky130_fd_sc_hd__o21ai_0"
fillerInstances: 403
number_of_max_cap_violations: 0
openroad.warnings: 29
drtPass1Iterations: 5
gr-total-overflow: 0
final_area_sq_um: 933
placement_rows: 22
required_ns: 2.00
post_cts_setup_buffer_count: 0
proportion_of_register_bits_with_asynchronous_set_or_reset_after_synthesis_pct: 50.0
wire_per_inst_um: 11.5
die_width_um: 81
synth_area_per_cell_sq_um: 7.63
num_io_pins: 25
unconstrained_endpoints: 8
post_synth_instance_area_sq_um: 626
grt_start_max_net_pins: 15
setup_viol: 0
endpoint_kind: "primary output"
timing.critical_path.arrival_ns: 1.85
power_density_nw_per_um2: 248
outcome: "finished, final reports clean"
num_vias: 666
clock_tree.root_cell: "sky130_fd_sc_hd__clkbuf_8"
crit_start: "state[0]"
first_global_vias: 624
chipHeight_um: 81
cts_htree_levels: 1
power_total_uw: 232
numCtsBuffers: 3
grt_use_total_pct: 5.41
finalMaxSlewViolations: 0
clock_path_buffers: 2
postRouteWirelength_um: 1740
post_drt_via_cell_ratio: 4.41
critPathKind: "reg2out"
post_dp_cell_area_sq_um: 887
antenna_cells_inserted: 0
place_congestion: 0.778
synth_top_flop_cell: "sky130_fd_sc_hd__dlxtn_1"
ff_latch_area_sq_um: 160
fp_util_pct: 17.2
hp-class: "in2async"
multiInputGateArea_sq_um: 413
post-dp-hpwl_um: 1430
power.ir.vdd_worst_mv: 0.335
fin_crit_sh_pct: 94.0
tritoncts: "done"
grt_first_pass_wirelength_um: 2960
hold_viol_final: 0
antenna_found_initial: 0
io_buffers: 24
number_of_enable_flip_flop_cells: 0
core_area_sq_um: 3630
layout-drive-gt1-share_pct: 7.77
critPathLaunchType: "register"
crit_fanout: 5
yosysUniqueCellTypes: 34
max_clock_freq_mhz: 425
syn_inst: 82
rsz0062_at_grt: "true"
chip_area_in_the_yosys_report_sq_um: 626
total_leakage_power_uw: 0.000362
ant_nets: 0
slew-limit-headroom_pct: 43.3
worst_slew_pin_slew_ns: 0.829
finalWorstPathRequiredPeriod_ns: 2.35
drt_initial_violations: 40
drc_errors: 0
fp.dieArea_sq_um: 6560
unclocked_pins: 4
flow.area_growth_from_synthesis_pct: 49.2
yosys_warnings: 1
layout_top_cell_excl_fill_tap: "sky130_fd_sc_hd__clkdlybuf4s50_1"
clk_pin_slew_ns: 0.03
==> how the worst max path moves through the flow <==
stage	cells past startpoint	slack (ns)	end
after CTS	5	0.05	alu_src_a[0]
after global routing	5	-0.02	alu_src_a[0]
final	4	0.15	lorD
==> power by group <==
part           internal, uW  switching, uW  total, uW
Sequential             66.1          0.677       66.8
Clock                   102           31.0        133
Combinational          19.1           12.2       31.3
==> repair_timing <==
item / 4_1_cts / 5_1_grt
hold buffers: 0 / 0
setup endpoints to repair: 0 / 5
gates resized: 0 / 2
==> cell type report <==
class                           instances  area share (%)
Clock buffer                            3            4.42
Multi-Input combinational cell         63            44.2
Sequential cell                         8            17.2
Timing Repair Buffer                   24            25.7
Inverter                                5            2.01
Tap cell                               48            6.43
==> critical path, cell delays in order (launching register included) <==
cell and delay, ns:
sky130_fd_sc_hd__dfrtp_1 0.41, sky130_fd_sc_hd__ha_1 0.27, sky130_fd_sc_hd__or2b_2 0.34, sky130_fd_sc_hd__a21oi_1 0.14, sky130_fd_sc_hd__clkdlybuf4s50_1 0.49
==> synth_stat cells (2+ instances only) <==
master | count | area (sq um)
sky130_fd_sc_hd__nor2_1 | 9 | 33.8
sky130_fd_sc_hd__o21ai_0 | 7 | 35.0
sky130_fd_sc_hd__nand2_1 | 6 | 22.5
sky130_fd_sc_hd__inv_1 | 5 | 18.8
sky130_fd_sc_hd__dfrtp_1 | 4 | 100
sky130_fd_sc_hd__dlxtn_1 | 4 | 60.1
sky130_fd_sc_hd__ha_1 | 4 | 50.1
sky130_fd_sc_hd__a21oi_1 | 3 | 15.0
sky130_fd_sc_hd__and2_1 | 3 | 18.8
sky130_fd_sc_hd__buf_4 | 3 | 22.5
sky130_fd_sc_hd__mux2i_1 | 3 | 30.0
sky130_fd_sc_hd__nor3_1 | 3 | 15.0
sky130_fd_sc_hd__a211oi_1 | 2 | 15.0
sky130_fd_sc_hd__and3_1 | 2 | 12.5
sky130_fd_sc_hd__and3b_1 | 2 | 17.5
sky130_fd_sc_hd__nand2b_1 | 2 | 12.5
sky130_fd_sc_hd__nor2b_1 | 2 | 12.5
sky130_fd_sc_hd__o22ai_1 | 2 | 12.5
==> state kept, by name, summed over array words and instances (netlist names) <==
register	flops
next_state	4
state	4
==> metrics by stage <==
step                      setup TNS [ns]  util [%]  hold WS, ns  setup slack [ns]  std cells
after floorplan                        0         -        0.204             0.841         82
after global placement                 0      24.4        0.712             0.369        148
after detailed placement               0      24.4        0.717             0.296        148
after CTS                              0      25.6        0.487            0.0477        151
after global routing             -0.0307      25.7        0.497           -0.0179        151
final                                  0      25.7        0.486             0.150        151
==> per-layer routing <==
layer | GRT usage, % | share of wire, % | up-vias | wire, um
li1 | - | - | 332 | -
met1 | 7.25 | 45 | 309 | 780
met2 | 8.52 | 46 | 25 | 798
met3 | 2.12 | 9.5 | 0 | 166
met4 | 0.173 | 0 | 0 | 0
met5 | 0 | 0 | - | 0
==> logic make-up after synthesis <==
kind of cell	synth area share (%)
buffers and inverters	9.20
AND-OR/OR-AND	23.0
AND/OR/NAND/NOR	29.4
flip-flops	16.0
latches	9.60
multiplexers	4.80
adder cells (fa/ha/maj)	8.00
Power is estimated from default activity; no workload was simulated.
